[/design/flow/config.mk]
export PLATFORM = sky130hd
export DESIGN_NAME = simplified_sha256
export DESIGN_NICKNAME = simplified_sha256
export VERILOG_FILES = /design/flow/design.v
export SDC_FILE = /design/flow/constraint.sdc
export NUM_CORES = 4
export LEC_CHECK = 1
export CORE_UTILIZATION = 30
export SYNTH_HDL_FRONTEND = slang
export SYNTH_MEMORY_MAX_BITS = 65536
[/design/flow/constraint.sdc]
current_design simplified_sha256

set clk_period 1258.7
set clk_io_pct 0.2

create_clock -name clk0 -period $clk_period [get_ports {clk}]

set non_clock_inputs [all_inputs -no_clocks]
set_input_delay [expr $clk_period * $clk_io_pct] -clock clk0 $non_clock_inputs
set_output_delay [expr $clk_period * $clk_io_pct] -clock clk0 [all_outputs]
[/design/flow/design.v]
module simplified_sha256 #(parameter integer NUM_OF_WORDS = 20)(
    input logic clk, reset_n, start,
    input logic [15:0] message_addr, output_addr,
    output logic done, mem_clk, mem_we,
    output logic [15:0] mem_addr,
    output logic [31:0] mem_write_data,
    input logic [31:0] mem_read_data
);
enum logic [2:0] {IDLE, WAIT, READ, BLOCK, COMPUTE, WRITE} state;
logic [31:0] w[64];
logic [31:0] message[NUM_OF_WORDS * 16];
logic [31:0] wt;
logic [31:0] h0, h1, h2, h3, h4, h5, h6, h7;
logic [31:0] a, b, c, d, e, f, g, h;
logic [7:0] i, j;
logic [15:0] offset;  
logic [7:0] num_blocks;
logic cur_we;
logic [15:0] cur_addr;
logic [31:0] cur_write_data;
logic [7:0] tstep;
logic [15:0] total_words;
parameter int k[0:63] = '{
    32'h428a2f98, 32'h71374491, 32'hb5c0fbcf, 32'he9b5dba5,
    32'h3956c25b, 32'h59f111f1, 32'h923f82a4, 32'hab1c5ed5,
    32'hd807aa98, 32'h12835b01, 32'h243185be, 32'h550c7dc3,
    32'h72be5d74, 32'h80deb1fe, 32'h9bdc06a7, 32'hc19bf174,
    32'he49b69c1, 32'hefbe4786, 32'h0fc19dc6, 32'h240ca1cc,
    32'h2de92c6f, 32'h4a7484aa, 32'h5cb0a9dc, 32'h76f988da,
    32'h983e5152, 32'ha831c66d, 32'hb00327c8, 32'hbf597fc7,
    32'hc6e00bf3, 32'hd5a79147, 32'h06ca6351, 32'h14292967,
    32'h27b70a85, 32'h2e1b2138, 32'h4d2c6dfc, 32'h53380d13,
    32'h650a7354, 32'h766a0abb, 32'h81c2c92e, 32'h92722c85,
    32'ha2bfe8a1, 32'ha81a664b, 32'hc24b8b70, 32'hc76c51a3,
    32'hd192e819, 32'hd6990624, 32'hf40e3585, 32'h106aa070,
    32'h19a4c116, 32'h1e376c08, 32'h2748774c, 32'h34b0bcb5,
    32'h391c0cb3, 32'h4ed8aa4a, 32'h5b9cca4f, 32'h682e6ff3,
    32'h748f82ee, 32'h78a5636f, 32'h84c87814, 32'h8cc70208,
    32'h90befffa, 32'ha4506ceb, 32'hbef9a3f7, 32'hc67178f2
};
assign num_blocks = determine_num_blocks(NUM_OF_WORDS);
assign tstep = (i - 1);
assign mem_clk = clk;
assign mem_addr = cur_addr + offset;
assign mem_we = cur_we;
assign mem_write_data = cur_write_data;
assign total_words = num_blocks * 16;
function logic [15:0] determine_num_blocks(input logic [31:0] size);
begin
  determine_num_blocks = (size + 15) >> 4;
end
endfunction
function logic [255:0] sha256_op(
    input logic [31:0] a, b, c, d, e, f, g, h,
    input logic [31:0] w,
    input logic [7:0] t
);
    logic [31:0] S1, S0, ch, maj, t1, t2;
begin
    S1 = rightrotate(e, 6) ^ rightrotate(e, 11) ^ rightrotate(e, 25);
    ch = (e & f) ^ (~e & g);
    t1 = h + S1 + ch + k[t] + w;
    S0 = rightrotate(a, 2) ^ rightrotate(a, 13) ^ rightrotate(a, 22);
    maj = (a & b) ^ (a & c) ^ (b & c);
    t2 = S0 + maj;
    sha256_op = {t1 + t2, a, b, c, d + t1, e, f, g};
end
endfunction
function logic [31:0] rightrotate(input logic [31:0] x, input logic [7:0] r);
begin
    rightrotate = (x >> r) | (x << (32-r));
end
endfunction
always_ff @(posedge clk, negedge reset_n) begin
    if (!reset_n) begin
        cur_we <= 1'b0;
        state <= IDLE;
    end else begin
        case (state)
            IDLE: begin
                if (start) begin
                    h0 <= 32'h6a09e667; h1 <= 32'hbb67ae85; h2 <= 32'h3c6ef372; h3 <= 32'ha54ff53a;
                    h4 <= 32'h510e527f; h5 <= 32'h9b05688c; h6 <= 32'h1f83d9ab; h7 <= 32'h5be0cd19;
                    a <= 32'h6a09e667; b <= 32'hbb67ae85; c <= 32'h3c6ef372; d <= 32'ha54ff53a;
                    e <= 32'h510e527f; f <= 32'h9b05688c; g <= 32'h1f83d9ab; h <= 32'h5be0cd19;
                    cur_addr <= message_addr;
                    cur_we <= 0;
                    offset <= 0;
                    i <= 0;
                    j <= 0;
                    state <= WAIT;
                end
            end
            WAIT: begin
                state <= READ;
            end
             READ: begin
                if (offset < total_words) begin
                    if (offset < NUM_OF_WORDS) begin
                        message[offset] <= mem_read_data;
                        state <= WAIT;
                    end else if (offset == NUM_OF_WORDS || offset == (total_words - 1)) begin
                        message[offset] <= (offset == NUM_OF_WORDS) ? 32'h80000000 : 32 * NUM_OF_WORDS;
                        state <= READ;
                    end else begin
                        message[offset] <= 0;
                        state <= READ;
                    end
                    offset <= offset + 1;
                end else begin
                    offset <= 0;
                    i <= 0;
                    state <= BLOCK;
                end
            end
            BLOCK: begin
                if (j < num_blocks) begin
                    if (i < 64) begin
                        logic [31:0] S0, S1;
                        w[i] <= (i < 16) ? message[i + j * 16] : 
                                w[i-16] + (rightrotate(w[i-15], 7) ^ rightrotate(w[i-15], 18) ^ (w[i-15] >> 3)) +
                                w[i-7] + (rightrotate(w[i-2], 17) ^ rightrotate(w[i-2], 19) ^ (w[i-2] >> 10));
                        i <= i + 1;
                    end else begin
                        i <= 0;
                        j <= j + 1;
                        state <= COMPUTE;
                    end
                end else begin
                    cur_we <= 1;
                    cur_addr <= output_addr;
                    cur_write_data <= h0;
                    state <= WRITE;
                end
            end
            COMPUTE: begin
                if (i < 64) begin
                    {a, b, c, d, e, f, g, h} <= sha256_op(a, b, c, d, e, f, g, h, w[i], i);
                    i <= i + 1;
                end else begin
                    h0 <= a + h0; h1 <= b + h1; h2 <= c + h2; h3 <= d + h3;
                    h4 <= e + h4; h5 <= f + h5; h6 <= g + h6; h7 <= h + h7;
                    a <= a + h0; b <= b + h1; c <= c + h2; d <= d + h3;
                    e <= e + h4; f <= f + h5; g <= g + h6; h <= h + h7;
                    i <= 0;
                    state <= BLOCK;
                end
            end
            WRITE: begin
                if (offset < 7) begin
                    cur_write_data <= 
                      (offset == 0) ? h1 :
                      (offset == 1) ? h2 :
                      (offset == 2) ? h3 :
                      (offset == 3) ? h4 :
                      (offset == 4) ? h5 :
                      (offset == 5) ? h6 : h7;
                    offset <= offset + 1;
                end else begin
                    state <= IDLE;
                end
            end
        endcase
    end
end
assign done = (state == IDLE);
endmodule
[/design/flow/run.sh]
#!/bin/bash
# OpenROAD 26Q1-2900-gdf79404cd8, Yosys 0.63+post, stock flow scripts
make -C /OpenROAD-flow-scripts/flow DESIGN_CONFIG=/design/flow/config.mk WORK_HOME=/design/flow/orfs finish
==> impl_summary.log <==
[report] extracting results
INFO  metric status = finished, violations left
INFO  metric violations_in_the_final_reports = max-capacitance violations, max-slew violations
INFO  metric placeableCoreArea = approximately 1900000 sq um
INFO  metric placement.io_buffers = 117
INFO  metric dpl_worst_slack = 377.24 ns
INFO  metric synthesis.yosys.warnings = 0
INFO  metric critPathTopFamily = buffers and inverters
INFO  metric slowest_stage = sky130_fd_sc_hd__clkdlybuf4s50_1
INFO  metric initialDrtViolationCount = approximately 20000
INFO  metric clock_insertion_delay_worst_skew = ~1.5 ns
INFO  metric io_pins = 118
INFO  metric detail-route-antenna-nets = 0
INFO  metric synth.yosys.chip_area = about 580000 sq um
INFO  metric sort_of_element_at_the_start_of_the_critical_path = clock port
INFO  metric synth_area = 576000 sq um
INFO  metric rows = 508
INFO  metric ys_types = between 80 and 90
INFO  metric ys_cells = approximately 28000
INFO  metric cpPeakStageDelay = just under 0.4 ns
INFO  metric reg.largest.list = message (10240), w (2048)
INFO  metric grt_antenna_before_repair = 112
INFO  metric crit_chain = clkbuf_16 > clkbuf_16 > clkdlybuf4s50_1
INFO  metric core_util_floorplan = 0.301
INFO  metric vias = about 300k
INFO  metric wire_per_inst = 22.9 um
INFO  metric warnings = 156
INFO  metric routed_wl = 1480000 um
INFO  metric post_synth_inst_count = about 28000
INFO  metric layout.cells.most_common = sky130_fd_sc_hd__edfxtp_1
INFO  metric fin_skew = ~0.12 ns
INFO  metric worst_path_most_repeated_cell = sky130_fd_sc_hd__clkbuf_16
INFO  metric setup_ws_final = 376.91 ns
INFO  metric remaining_drc_errors = 0
INFO  metric cts_hold_buf = 0
INFO  metric vias_per_cell = 4.61
INFO  metric largest-register = message
INFO  metric max_slew.worst_pin.slew = 1.62 ns
INFO  metric layout-drive-gt1-share = 0.225
INFO  metric avgSynthCellArea = between 20 and 25 sq um
INFO  metric ir_drop = 0.0000233 V
INFO  metric critPathKind = clk -> out
INFO  metric edf_count = 12900
INFO  metric clk_transition_reported_paths = roughly 0.060 ns
INFO  metric floorplan.die_area = between 1500000 and 2000000 sq um
INFO  metric synth.ff_latch_count = approximately 13000
INFO  metric timing_hold_violations_final = 0
INFO  metric timing.setup.tns = 0 ns
INFO  metric hold_path_class = reg -> reg
INFO  metric post-cts-setup-buffers = 0
INFO  metric wire_length_of_the_first_global_routing_pass = 2150000 um
INFO  metric grt_use_total = 0.165
INFO  metric critical_path.max_fanout = 4
INFO  metric drt_first_pass_iters = 29
INFO  metric fp.dieW = 1390 um
INFO  metric timing.final.max_slew_violations = 6
INFO  metric p_leak = 0.239 uW
INFO  metric timing.hold.worst.start = state[3]$_DFF_PN0_
INFO  metric overflow = 0
INFO  metric post_cts_resize_count = 0
INFO  metric worstPathRequired = 1006.96 ns
INFO  metric timing.slew.headroom = -0.0815
INFO  metric pwr_density_cell = about 2.6 nW/um^2
INFO  metric first_global_vias = 317000
INFO  metric cp.buffers_inverters = 3
INFO  metric flow.area_growth_from_synthesis = 19.4%
INFO  metric timing.critical_path.from = clk
INFO  metric flop_cell = sky130_fd_sc_hd__edfxtp_1
INFO  metric lay_top_cells = sky130_fd_sc_hd__edfxtp_1, sky130_fd_sc_hd__conb_1, sky130_fd_sc_hd__mux4_2
INFO  metric worstSetupEndpointType = output port
INFO  metric rsz_0062_raised_after_global_routing = false
INFO  metric worst_ep_arrival_time = around 630 ns
INFO  metric setup_violations = 0
INFO  metric seq_area_frac_synth = 0.672
INFO  metric die-height = 1390 um
INFO  metric max_cap_viol_count = 1
INFO  metric cts_tree = built
INFO  metric routabilityCongestion = 0.965
INFO  metric async_reset_ff_frac = 0.000543
INFO  metric number_of_flip_flops_under_the_largest_register_name = about 10000
INFO  metric largest_net_degree_at_the_start_of_global_routing = 214
INFO  metric hpwlAfterDp = 973000 um
-- Yosys cell counts (all sizes together), types with 197 or more instances --
master	instances	area [sq um]
edfxtp	12900	387000
o21ai	433	2170
a31oi	210	1310
mux4	5442	123000
fa	197	3940
a21o	210	1580
buf	1061	6480
xnor2	365	3200
inv	401	1510
ha	436	5460
a211oi	290	2180
clkbuf	784	2950
xor2	263	2300
a21oi	590	2950
and2	259	1620
nand2	1117	4190
mux2i	1198	12000
nor2	620	2330
-- layer usage --
layer	wire, um	global-route usage	share of wire	vias up
met1	484000	0.184	0.33	151000
met2	678000	0.242	0.46	15000
li1	-	-	-	130000
met4	69800	0.0602	0.047	136
met5	5390	0.0291	0.0036	-
met3	247000	0.121	0.17	2852
-- stage by stage --
stage               utilization  hold slack [ns]  cells  power [uW]  instance area, sq um
floorplan                     -            0.404  37400        1100                611000
global placement          0.337            0.438  62200        1390                645000
detailed placement        0.337            0.421  62200        1400                645000
CTS                       0.359            0.402  64600        1800                688000
global route              0.359            0.432  64700        1870                688000
finish                    0.359            0.450  64800        1790                688000
-- power breakdown --
group | leakage [uW] | total (uW) | internal (uW) | switching, uW
Sequential | 0.122 | 743 | 737 | 6.22
Combinational | 0.0958 | 654 | 170 | 484
Clock | 0.0209 | 391 | 225 | 166
-- cell families after synthesis --
| group | synth area share |
|---|---|
| buffers and inverters | 0.0190 |
| adders and majority gates | 0.0164 |
| muxes | 0.235 |
| other | 0.00000651 |
| DFF | 0.672 |
| AOI/OAI and AO/OA | 0.0272 |
| and+or+nand+nor | 0.0204 |
| xor gates and xnor gates | 0.00956 |
-- area by class of cell --
cell class               count  area, sq um
fillers                 174000      1230000
diodes                     131          328
inverters                  405         1560
clock inverters            790         7360
multi-input cells        22200       214000
flip-flops and latches   12900       387000
clock buffers             1617        35600
well taps                25500        31900
repair buffers            1213         9930
-- path summary, 6_finish.rpt --
| check | cells after the start | slack [ns] | endpoint |
|---|---|---|---|
| max | 3 | 376.91 | mem_clk |
| min | 1 | 0.45 | state[2]$_DFF_PN0_ |
| max reg2reg | 35 | 1245.67 | a[29]$_SDFFCE_PN1P_ |
| min reg2reg | 1 | 0.45 | state[2]$_DFF_PN0_ |
| max in group asynchronous | 3 | 1007.62 | state[0]$_DFF_PN1_ |
| min in group asynchronous | 3 | 250.79 | state[5]$_DFF_PN0_ |
No activity file was given, so power comes from the tool's default toggle rates.
